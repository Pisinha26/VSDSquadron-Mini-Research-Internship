==> ./design.v <==
module psinha_rv32(clk,RN,NPC,WB_OUT);
input clk;
input RN;
integer k;
wire  EX_MEM_COND ;
reg 
BR_EN;
reg[31:0] 
IF_ID_IR,
IF_ID_NPC;                                
reg[31:0] 
ID_EX_A,
ID_EX_B,
ID_EX_RD,
ID_EX_IMMEDIATE,
ID_EX_IR,ID_EX_NPC;      
reg[31:0] 
EX_MEM_ALUOUT,
EX_MEM_B,EX_MEM_IR;                        
parameter 
ADD=3'd0,
SUB=3'd1,
AND=3'd2,
OR=3'd3,
XOR=3'd4,
SLT=3'd5,
ADDI=3'd0,
SUBI=3'd1,
ANDI=3'd2,
ORI=3'd3,
XORI=3'd4,
LW=3'd0,
SW=3'd1,
BEQ=3'd0,
BNE=3'd1,
SLL=3'd0,
SRL=3'd1;
parameter 
AR_TYPE=7'd0,
M_TYPE=7'd1,
BR_TYPE=7'd2,
SH_TYPE=7'd3;
reg[31:0] 
MEM_WB_IR,
MEM_WB_ALUOUT,
MEM_WB_LDM;                      
output reg [31:0]WB_OUT,NPC;
reg [31:0]REG[0:31];                                               
reg [31:0]MEM[0:31];                                             
reg [31:0]DM[0:31];   
always @(posedge clk or posedge RN) begin
    if(RN) begin
    NPC<= 32'd0;
    BR_EN<= 1'd0; 
    REG[0] <= 32'h00000000;
    REG[1] <= 32'd1;
    REG[2] <= 32'd2;
    REG[3] <= 32'd3;
    REG[4] <= 32'd4;
    REG[5] <= 32'd5;
    REG[6] <= 32'd6;
    end
    else begin
    NPC <= BR_EN ? EX_MEM_ALUOUT : NPC +32'd1;
    BR_EN <= 1'd0;
    IF_ID_IR <=MEM[NPC];
    IF_ID_NPC <=NPC+32'd1;
    end
end
always @(posedge RN) begin
MEM[0] <= 32'h02208300;          
MEM[1] <= 32'h02209380;          
MEM[2] <= 32'h0230a400;          
MEM[3] <= 32'h02513480;          
MEM[4] <= 32'h0240c500;          
MEM[5] <= 32'h02415580;          
MEM[6] <= 32'h00520600;          
MEM[7] <= 32'h00209181;          
MEM[8] <= 32'h00208681;          
MEM[9] <= 32'h00f00002;          
MEM[25] <= 32'h00210700;          
end
always @(posedge clk) begin
ID_EX_A <= REG[IF_ID_IR[19:15]];
ID_EX_B <= REG[IF_ID_IR[24:20]];
ID_EX_RD <= REG[IF_ID_IR[11:7]];
ID_EX_IR <= IF_ID_IR;
ID_EX_IMMEDIATE <= {{20{IF_ID_IR[31]}},IF_ID_IR[31:20]};
ID_EX_NPC<=IF_ID_NPC;
end
always@(posedge clk) begin
EX_MEM_IR <=  ID_EX_IR;
case(ID_EX_IR[6:0])
AR_TYPE:begin
    if(ID_EX_IR[31:25]== 7'd1)begin
    case(ID_EX_IR[14:12])
    ADD:EX_MEM_ALUOUT <= ID_EX_A + ID_EX_B;
    SUB:EX_MEM_ALUOUT <= ID_EX_A - ID_EX_B;
    AND:EX_MEM_ALUOUT <= ID_EX_A & ID_EX_B;
    OR :EX_MEM_ALUOUT <= ID_EX_A | ID_EX_B;
    XOR:EX_MEM_ALUOUT <= ID_EX_A ^ ID_EX_B;
    SLT:EX_MEM_ALUOUT <= (ID_EX_A < ID_EX_B) ? 32'd1 : 32'd0;
    endcase
    end
    else begin
        case(ID_EX_IR[14:12])
        ADDI:EX_MEM_ALUOUT <= ID_EX_A + ID_EX_IMMEDIATE;
        SUBI:EX_MEM_ALUOUT <= ID_EX_A - ID_EX_IMMEDIATE;
        ANDI:EX_MEM_ALUOUT <= ID_EX_A & ID_EX_B;
        ORI:EX_MEM_ALUOUT  <= ID_EX_A | ID_EX_B;
        XORI:EX_MEM_ALUOUT <= ID_EX_A ^ ID_EX_B;
        endcase
    end
end
M_TYPE:begin
    case(ID_EX_IR[14:12])
    LW  :EX_MEM_ALUOUT <= ID_EX_A + ID_EX_IMMEDIATE;
    SW  :EX_MEM_ALUOUT <= ID_EX_IR[24:20] + ID_EX_IR[19:15];
    endcase
end
BR_TYPE:begin
    case(ID_EX_IR[14:12])
    BEQ:begin 
    EX_MEM_ALUOUT <= ID_EX_NPC+ID_EX_IMMEDIATE;
    BR_EN <= 1'd1 ? (ID_EX_IR[19:15] == ID_EX_IR[11:7]) : 1'd0;
end
BNE:begin 
    EX_MEM_ALUOUT <= ID_EX_NPC+ID_EX_IMMEDIATE;
    BR_EN <= (ID_EX_IR[19:15] != ID_EX_IR[11:7]) ? 1'd1 : 1'd0;
end
endcase
end
SH_TYPE:begin
case(ID_EX_IR[14:12])
SLL:EX_MEM_ALUOUT <= ID_EX_A << ID_EX_B;
SRL:EX_MEM_ALUOUT <= ID_EX_A >> ID_EX_B;
endcase
end
endcase
end
always@(posedge clk) begin
MEM_WB_IR <= EX_MEM_IR;
case(EX_MEM_IR[6:0])
AR_TYPE:MEM_WB_ALUOUT <=  EX_MEM_ALUOUT;
SH_TYPE:MEM_WB_ALUOUT <=  EX_MEM_ALUOUT;
M_TYPE:begin
case(EX_MEM_IR[14:12])
LW:MEM_WB_LDM <= DM[EX_MEM_ALUOUT];
SW:DM[EX_MEM_ALUOUT]<=REG[EX_MEM_IR[11:7]];
endcase
end
endcase
end
always@(posedge clk) begin
case(MEM_WB_IR[6:0])
AR_TYPE:begin 
WB_OUT<=MEM_WB_ALUOUT;
REG[MEM_WB_IR[11:7]]<=MEM_WB_ALUOUT;
end
SH_TYPE:begin
WB_OUT<=MEM_WB_ALUOUT;
REG[MEM_WB_IR[11:7]]<=MEM_WB_ALUOUT;
end
M_TYPE:begin
case(MEM_WB_IR[14:12])
LW:begin
WB_OUT<=MEM_WB_LDM;
REG[MEM_WB_IR[11:7]]<=MEM_WB_LDM;
end
endcase
end
endcase
end
endmodule
==> ./run.sh <==
#!/bin/bash
# OpenROAD 26Q1-2900-gdf79404cd8, Yosys 0.63+post, stock flow scripts
make -C /OpenROAD-flow-scripts/flow DESIGN_CONFIG=/design/flow/config.mk WORK_HOME=/design/flow/orfs finish
==> ./config.mk <==
export PLATFORM = sky130hd
export DESIGN_NAME = psinha_rv32
export DESIGN_NICKNAME = psinha_rv32
export VERILOG_FILES = /design/flow/design.v
export SDC_FILE = /design/flow/constraint.sdc
export NUM_CORES = 4
export LEC_CHECK = 1
export CORE_UTILIZATION = 50
==> ./constraint.sdc <==
current_design psinha_rv32

set clk_period 19.1
set clk_io_pct 0.2

create_clock -name clk0 -period $clk_period [get_ports {RN}]
create_clock -name clk1 -period $clk_period [get_ports {clk}]

set non_clock_inputs [all_inputs -no_clocks]
set_input_delay [expr $clk_period * $clk_io_pct] -clock clk0 $non_clock_inputs
set_output_delay [expr $clk_period * $clk_io_pct] -clock clk0 [all_outputs]
==> Slide: Implementation Results <==
Flow Results at a Glance

Status
  – Outcome: finished, violations left
  – Failing checks: hold timing

Route
  – Routed Antenna Nets: 0
  – DR vias/cell: 6.64
  – Drt initial violations: 4525
  – # DRC: 0
  – Via Count: 47045
  – Pre-Repair DR Iteration Count: 10
  – Total wire length: 240000 µm
  – DR WL/cell: 33.9 µm

Synth
  – Avg Cell Area, Syn: 15.1 µm²
  – Netlist cell types: 105
  – YS chip area: 73300 µm²
  – Sequential area share after synthesis: 0.656
  – Cells after synthesis: a little under 5000
  – Synth async-reset ratio: 0.0194
  – Synthesis Warnings: 1125
  – Synth top area cells: edfxtp_1, mux4_2, dfxtp_1
  – Top_reg_cell synth: edfxtp_1
  – Yosys cell count: 4855
  – Largest area contributor in the netlist: edfxtp_1
  – Max-area cell share: 0.610
  – Synth Register Bits: 1650
  – Number of synthesized flops with an enable pin: roughly 1500
  – Post-Syn Area: 73300 µm²

Global route
  – Number of global-route vias before repair: 48727
  – GRT Overall Usage: 0.363
  – First-pass GRT wire length: 342000 µm
  – Pin count of the biggest net entering global routing: 81
  – Initial antenna violation count: 7
  – Total gr overflow: 0

Timing
  – Pins over their slew limit: 0
  – Worst slew pin tran: 1090 ps
  – Final hold slack: -234 ps
  – Final hold violation count: 48
  – Max Clock Skew: 44.3 ps
  – RSZ-0062 raised after global routing: false
  – Worst setup margin: 9620 ps
  – Number of setup violations in the final report: 0
  – Sum Neg Setup Slack: 0 ps
  – Rel. slew slack: 0.265

Placed design
  – Inst Count DP: 6683
  – Area after DPL: 76700 µm²
  – GP Congestion: 1.06
  – Worst slack at placement: 7520 ps
  – Post-detailed-placement half-perimeter wirelength: about 150000 µm
  – Port Buffer Count: 64

Flow run
  – Tool Warnings: 179
  – Max-cap viol count: 0

Pwr
  – P per Cell Area: just under 90 nW/µm²
  – Sw Share: 0.208
  – Sw power: 0.00152 W
  – Clock Power Share: 0.468
  – Sequential power share: 0.532
  – Comb pwr share: 0
  – Leak: just under 30 nW
  – P_int: 0.00581 W
  – Max VDD drop: 0.0759 mV

Setup path
  – Critical path arrival: 9970 ps
  – Crit path max fanout: 11
  – Worst Setup End Kind: register
  – Critical Path Source Type: clock port
  – WP data required: 19590 ps
  – Worst Path Class, Setup: clock port to register

Clock network
  – Post-CTS sizing: 0
  – Post-CTS Hold Buffers: 0
  – Post-CTS Setup Inserts: 0
  – CTS tree: done
  – Clock transition at path regs: roughly 60 ps

Final layout
  – Post-Layout Cell Count: 7086
  – Post-route cell area: 82700 µm²
  – Share of layout cells above drive strength 1: 0.173
  – Commonest Layout Cell: edfxtp_1
  – Area growth, synth to finish: 12.8%
  – Most frequent cells in the layout: edfxtp_1, mux4_2, nor2_1

Floorplanning
  – FP Util: 0.503
  – Core footprint: 146000 µm²
  – IO Pins: 66
  – Die Height: 385 µm
  – Row cnt: around 140
  – Chip area: 148000 µm²
  – Die Wd: 385 µm

Worst hold path
  – HP Class: clock port to register
[state kept, by name, summed over array words and instances, names as in the netlist]
signal           cells
MEM_WB_ALUOUT       32
WB_OUT              32
ID_EX_NPC           32
ID_EX_IR            11
NPC                 32
ID_EX_A             32
MEM_WB_LDM          32
ID_EX_IMMEDIATE      5
IF_ID_NPC           32
EX_MEM_ALUOUT       32
IF_ID_IR            16
EX_MEM_IR            9
DM                1024
ID_EX_B             32
MEM_WB_IR            9
REG                288
[synth_stat cells, types with 11 or more instances]
| cell type | count |
|---|---|
| edfxtp_1 | 1488 |
| nor2_1 | 292 |
| mux4_2 | 288 |
| clkbuf_1 | 238 |
| a22oi_1 | 218 |
| a21oi_1 | 193 |
| nand2_1 | 180 |
| nand3_1 | 137 |
| inv_1 | 131 |
| dfxtp_1 | 130 |
| o21ai_0 | 123 |
| ha_1 | 120 |
| xnor2_1 | 89 |
| a221oi_1 | 86 |
| nor3_1 | 78 |
| mux2i_1 | 69 |
| nand4_1 | 67 |
| a22o_1 | 65 |
| a222oi_1 | 61 |
| a211oi_1 | 56 |
| buf_1 | 52 |
| mux2_2 | 47 |
| and2_1 | 40 |
| nor4_1 | 33 |
| buf_2 | 32 |
| dfrtp_1 | 32 |
| a31oi_1 | 29 |
| nand2b_1 | 28 |
| nor2b_1 | 26 |
| o211ai_1 | 26 |
| and3_1 | 24 |
| xor2_1 | 23 |
| o22ai_1 | 22 |
| a21o_1 | 20 |
| or3_1 | 19 |
| a221o_1 | 17 |
| o221ai_1 | 17 |
| o31ai_1 | 17 |
| o21a_1 | 15 |
| a211o_1 | 13 |
| o21bai_1 | 13 |
| clkbuf_8 | 11 |
| o2111ai_1 | 11 |
[metrics by stage]
stage          power, W   util
5_1_grt         0.00755  0.568
6_report        0.00733  0.568
3_5_place_dp    0.00403  0.527
4_1_cts         0.00740  0.568
3_3_place_gp    0.00403  0.527
2_1_floorplan   0.00403      -
[cell families (layout without fill, tap and decap cells)]
kind of cell / after synthesis / in the layout / synth area share
simple gates: 990 / 990 / 0.0664
buf+inv: 474 / 786 / 0.0267
compound gates: 1098 / 1098 / 0.110
mux: 405 / 405 / 0.105
fa+ha+maj: 126 / 126 / 0.0221
flops: 1650 / 1650 / 0.656
other cells: 0 / 2 / 0
xor+xnor: 112 / 112 / 0.0134
[power groups by stage]
stage,combinational [W],clock (W),sequential [W]
CTS,0.00000000727,0.00350,0.00390
global route,0.00000000727,0.00365,0.00390
finish,0.00000000727,0.00343,0.00390
[path summary, 6_finish.rpt]
check,from,to,slack [ps],cells after the start
max in group clk0,NPC[2],NPC[2],13200,1
worst min register to register,IF_ID_IR[25],ID_EX_IMMEDIATE[5],330,0
worst min-delay path,RN,IF_ID_IR[21],-230,3
max in group asynchronous,RN,NPC[29],10130,3
min in group clk0,NPC[5],NPC[5],5370,1
min in group asynchronous,RN,NPC[27],8860,3
worst max register to register,ID_EX_A[6],EX_MEM_ALUOUT[0],14020,12
worst max-delay path,RN,IF_ID_NPC[30],9620,3
[area by class of cell]
cell class              count  area, µm²
clock buffers             244       4830
multi-input cells        2731      23700
fillers                 11229      62900
flip-flops and latches   1650      48100
repair buffers            251       2080
clock inverters           158       1090
well taps                1917       2400
diodes                      2       5.00
inverters                 133        499
[per-layer routing]
metal	share of wire	wire, µm	global-route usage
met1	0.35	84500	0.520
met5	0.0013	305	0.0143
met4	0.038	9210	0.108
met3	0.18	44400	0.270
met2	0.42	102000	0.466
[worst max-delay path: stages]
cell and delay (ps):
clkbuf_16 170, clkbuf_16 180, inv_1 60
Power and IR drop assume default switching activity.
